`run.sh`:
```
#!/bin/bash
# OpenROAD 26Q1-2900-gdf79404cd8, Yosys 0.63+post, stock flow scripts
make -C /OpenROAD-flow-scripts/flow DESIGN_CONFIG=/design/flow/config.mk WORK_HOME=/design/flow/orfs finish
```
`config.mk`:
```
export PLATFORM = sky130hd
export DESIGN_NAME = mux3
export DESIGN_NICKNAME = mux3
export VERILOG_FILES = /design/flow/design.v
export SDC_FILE = /design/flow/constraint.sdc
export NUM_CORES = 4
export LEC_CHECK = 1
export CORE_AREA = 10 10 70 70
export DIE_AREA = 0 0 80 80
```
`constraint.sdc`:
```
current_design mux3

set clk_period 1.0
set clk_io_pct 0.2

create_clock -name clk0 -period $clk_period

set non_clock_inputs [all_inputs -no_clocks]
set_input_delay [expr $clk_period * $clk_io_pct] -clock clk0 $non_clock_inputs
set_output_delay [expr $clk_period * $clk_io_pct] -clock clk0 [all_outputs]
```
`design.v`:
```
module mips(input  logic        clk, reset,
            output logic [31:0] adr, writedata,
            output logic        memwrite,
            input  logic [31:0] readdata,
            output  logic textprint);
  logic        zero, pcen, irwrite, regwrite,
               alusrca, iord, memtoreg, regdst, jal;
  logic [1:0]  pcsrc;
  logic [2:0]  alusrcb, alucontrol;
  logic [5:0]  op, funct;
  controller c(clk, reset, op, funct, zero,
               pcen, memwrite, irwrite, regwrite,
               alusrca, iord, memtoreg, regdst, jal,
               pcsrc, alusrcb, alucontrol, textprint);
  datapath dp(clk, reset,
              pcen, irwrite, regwrite,
              alusrca, iord, memtoreg, regdst, jal,
              pcsrc, alusrcb, alucontrol,
              op, funct, zero,
              adr, writedata, readdata);
endmodule
module controller(input  logic       clk, reset,
                  input  logic [5:0] op, funct,
                  input  logic       zero,
                  output logic       pcen, memwrite, irwrite, regwrite,
                  output logic       alusrca, iord, memtoreg, regdst, jal,
                  output logic [1:0] pcsrc,
                  output logic [2:0] alusrcb, alucontrol,
                  output logic textprint);
  logic [1:0] aluop;
  logic       branch, pcwrite, bne;
  maindec md(clk, reset, op, funct,
             pcwrite, memwrite, irwrite, regwrite,
             alusrca, branch, iord, memtoreg, regdst,
             alusrcb, pcsrc, aluop, bne, jal, textprint);
  aludec  ad(funct, aluop, alucontrol);
  assign pcen = pcwrite | branch & (zero ^ bne);
endmodule
module maindec(input  logic       clk, reset,
               input  logic [5:0] op, funct,
               output logic       pcwrite, memwrite, irwrite, regwrite,
               output logic       alusrca, branch, iord, memtoreg, regdst,
               output logic [2:0] alusrcb,
               output logic [1:0] pcsrc, aluop,
               output logic       bne, jal,
               output logic textprint);
  parameter   FETCH   = 5'b00000;  
  parameter   DECODE  = 5'b00001;  
  parameter   MEMADR  = 5'b00010;	 
  parameter   MEMRD   = 5'b00011;	 
  parameter   MEMWB   = 5'b00100;	 
  parameter   MEMWR   = 5'b00101;	 
  parameter   RTYPEEX = 5'b00110;	 
  parameter   RTYPEWB = 5'b00111;	 
  parameter   BEQEX   = 5'b01000;	 
  parameter   ADDIEX  = 5'b01001;	 
  parameter   IWB     = 5'b01010;	 
  parameter   JEX     = 5'b01011;	 
  parameter   BNEEX   = 5'b01100;	 
  parameter   ORIEX   = 5'b01101;	 
  parameter   JALEX   = 5'b01110;	 
  parameter   JREX    = 5'b01111;	 
  parameter   TEXTEX  = 5'b10000;	 
  parameter   LW      = 6'b100011;	 
  parameter   SW      = 6'b101011;	 
  parameter   RTYPE   = 6'b000000;	 
  parameter   BEQ     = 6'b000100;	 
  parameter   BNE     = 6'b000101;	 
  parameter   ADDI    = 6'b001000;	 
  parameter   ORI     = 6'b001101;	 
  parameter   J       = 6'b000010;	 
  parameter   JAL     = 6'b000011;	 
  parameter   TEXTP   = 6'b101010;   
  parameter   JR      = 6'b001000;  
  logic [4:0]  state, nextstate;
  logic [19:0] controls;
  always_ff @(posedge clk or posedge reset)
    if(reset) state <= FETCH;
    else state <= nextstate;
  always_comb
    case(state)
      FETCH:   nextstate <= DECODE;
      DECODE:  case(op)
                 LW:      nextstate <= MEMADR;
                 SW:      nextstate <= MEMADR;
                 RTYPE:   if(funct == JR)
                            nextstate <= JREX;
                          else
                            nextstate <= RTYPEEX;
                 BEQ:     nextstate <= BEQEX;
                 BNE:     nextstate <= BNEEX;
                 ADDI:    nextstate <= ADDIEX;
                 ORI:     nextstate <= ORIEX;
                 J:       nextstate <= JEX;
                 JAL:     nextstate <= JALEX;
                 TEXTP:   nextstate <= TEXTEX;
                 default: nextstate <= 6'bx;  
               endcase
      MEMADR: case(op)
                 LW:      nextstate <= MEMRD;
                 SW:      nextstate <= MEMWR;
                 default: nextstate <= 6'bx;
               endcase
      MEMRD:   nextstate <= MEMWB;
      MEMWB:   nextstate <= FETCH;
      MEMWR:   nextstate <= FETCH;
      RTYPEEX: nextstate <= RTYPEWB;
      RTYPEWB: nextstate <= FETCH;
      BEQEX:   nextstate <= FETCH;
      BNEEX:   nextstate <= FETCH;
      ADDIEX:  nextstate <= IWB;
      IWB:     nextstate <= FETCH;
      ORIEX:   nextstate <= IWB;
      JEX:     nextstate <= FETCH;
      JALEX:   nextstate <= FETCH;
      JREX:    nextstate <= FETCH;
      TEXTEX:  nextstate <= FETCH;
      default: nextstate <= 5'bx;  
    endcase
  assign {jal, bne, pcwrite,
          memwrite, irwrite, regwrite,
          alusrca, branch, iord, memtoreg, regdst,
          alusrcb, pcsrc, aluop, textprint} = controls;
  always_comb
    case(state)
      FETCH:   controls <= 19'b001_010_00000_001_00_000;
      DECODE:  controls <= 19'b000_000_00000_011_00_000;
      MEMADR:  controls <= 19'b000_000_10000_010_00_000;
      MEMRD:   controls <= 19'b000_000_00100_000_00_000;
      MEMWB:   controls <= 19'b000_001_00010_000_00_000;
      MEMWR:   controls <= 19'b000_100_00100_000_00_000;
      RTYPEEX: controls <= 19'b000_000_10000_000_00_100;
      RTYPEWB: controls <= 19'b000_001_00001_000_00_000;
      BEQEX:   controls <= 19'b000_000_11000_000_01_010;
      BNEEX:   controls <= 19'b010_000_11000_000_01_010;
      ADDIEX:  controls <= 19'b000_000_10000_010_00_000;
      ORIEX:   controls <= 19'b000_000_10000_100_00_110;
      IWB:     controls <= 19'b000_001_00000_000_00_000;
      JEX:     controls <= 19'b001_000_00000_000_10_000;
      JALEX:   controls <= 19'b101_001_00000_000_10_000;
      JREX:    controls <= 19'b001_000_00000_000_11_000;
      TEXTEX:  controls <= 19'b000_000_00000_000_00_001;
      default: controls <= 19'bxxx_xxx_xxxxx_xxx_xx_xxx;  
    endcase
endmodule
module aludec(input  logic [5:0] funct,
              input  logic [1:0] aluop,
              output logic [2:0] alucontrol);
  always @(*)
    case(aluop)
      2'b00: alucontrol <= 3'b010;   
      2'b01: alucontrol <= 3'b110;   
      2'b11: alucontrol <= 3'b001;   
      default: case(funct)           
          6'b100000: alucontrol <= 3'b010;  
          6'b100010: alucontrol <= 3'b110;  
          6'b100100: alucontrol <= 3'b000;  
          6'b100101: alucontrol <= 3'b001;  
          6'b101010: alucontrol <= 3'b111;  
          default:   alucontrol <= 3'bxxx;  
        endcase
    endcase
endmodule
module datapath(input  logic        clk, reset,
                input  logic        pcen, irwrite, regwrite,
                input  logic        alusrca, iord, memtoreg, regdst, jal,
                input  logic [1:0]  pcsrc,
                input  logic [2:0]  alusrcb, alucontrol,
                output logic [5:0]  op, funct,
                output logic        zero,
                output logic [31:0] adr, writedata,
                input  logic [31:0] readdata);
  logic [4:0]  writereg, writereg0;
  logic [31:0] pcnext, pc;
  logic [31:0] instr, data, srca, srcb;
  logic [31:0] a;
  logic [31:0] aluresult, aluout;
  logic [31:0] signimm;    
  logic [31:0] signimmsh;	 
  logic [31:0] zeroimm;    
  logic [31:0] wd3, rd1, rd2, wd30;
  assign op = instr[31:26];
  assign funct = instr[5:0];
  flopenr #(32) pcreg(clk, reset, pcen, pcnext, pc);
  mux2    #(32) adrmux(pc, aluout, iord, adr);
  flopenr #(32) instrreg(clk, reset, irwrite, readdata, instr);
  flopr   #(32) datareg(clk, reset, readdata, data);
  mux2    #(5)  regdstmux(instr[20:16], instr[15:11], regdst, writereg0);
  mux2    #(5)  jalmux(writereg0, 5'b11111, jal, writereg);
  mux2    #(32) wdmux(aluout, data, memtoreg, wd30);
  mux2    #(32) jalpcmux(wd30, pc, jal, wd3);
  regfile       rf(clk, regwrite, instr[25:21], instr[20:16], writereg, wd3, rd1, rd2);
  signext       se(instr[15:0], signimm);
  zeroext       ze(instr[15:0], zeroimm);
  sl2           immsh(signimm, signimmsh);
  flopr   #(32) areg(clk, reset, rd1, a);
  flopr   #(32) breg(clk, reset, rd2, writedata);
  mux2    #(32) srcamux(pc, a, alusrca, srca);
  mux5    #(32) srcbmux(writedata, 32'b100, signimm, signimmsh, zeroimm, alusrcb, srcb);
  alu           alu(srca, srcb, alucontrol, aluresult, zero);
  flopr   #(32) alureg(clk, reset, aluresult, aluout);
  mux4    #(32) pcmux(aluresult, aluout, {pc[31:28], instr[25:0], 2'b00}, rd1, pcsrc, pcnext);
endmodule
module mux3 #(parameter WIDTH = 8)
             (input  logic [WIDTH-1:0] d0, d1, d2,
              input  logic [1:0]       s,
              output logic [WIDTH-1:0] y);
  assign #1 y = s[1] ? d2 : (s[0] ? d1 : d0);
endmodule
module mux4 #(parameter WIDTH = 8)
             (input  logic [WIDTH-1:0] d0, d1, d2, d3,
              input  logic [1:0]       s,
              output logic [WIDTH-1:0] y);
   always_comb
      case(s)
         2'b00: y <= d0;
         2'b01: y <= d1;
         2'b10: y <= d2;
         2'b11: y <= d3;
      endcase
endmodule
module mux5 #(parameter WIDTH = 8)
             (input  logic [WIDTH-1:0] d0, d1, d2, d3, d4,
              input  logic [2:0]       s,
              output logic [WIDTH-1:0] y);
   always_comb
      casex(s)
         3'b000: y <= d0;
         3'b001: y <= d1;
         3'b010: y <= d2;
         3'b011: y <= d3;
         3'b1xx: y <= d4;
      endcase
endmodule
```
==> metrics.cfg <==
[floorplanning]
ioPinCount = 34
core-area_mm2 = 0.003416
initial_utilization_pct = 5.055
placement_rows = 21
chipArea_mm2 = 0.006400
fp.dieW_um = 80
die.size.y_um = 80

[route]
antennaDiodeCount = 0
routedWlPerCell_um = 11.29
totalWireLength_mm = 1.219
drtIter0Drc = 7
drtPass1Iterations = 3
vias = 343
ant_nets = 0
drc = 0
vias_per_cell = 3.176

[logic_synthesis]
top_area_share_pct = 46.38
avgSynthCellArea_um2 = 6.641
synth_cell_types = 4
synth_cells = 26
ys_warn_count = 0
ys_cells = 26
yosys-top-cells-area = mux2i_1 46%, o21ai_1 23%, nand2_1 17%
synth_area_um2 = 172.7
yosysChipArea_um2 = 172.7
postSynthSeqShare_pct = 0
top_area_cell = mux2i_1
yosys-top-cells-count = 8 x mux2i_1, 8 x nand2_1, 8 x o21ai_1

[layout]
final-seq-area_um2 = 0
final_util_pct = 17.07
drive_above_1_share_pct = 32.26
logic_area_um2 = 181.4
syn_to_final_growth_pct = 237.7
final_cell_count_no_fill = 108
seq_cells = 0
fillCellCount = 385
nClkBuffers = 0

[place]
dp_slack_ps = -748.9
dpl.cell_count = 107
hpwlAfterDp_um = 989.2
io_buffer_count = 34
finalWeightedCongestion = 0.7783

[sta]
slew_violations = 0
finalCriticalPeriod_ps = 1012
tightest_slew_ps = 167.1
setup_ws_ps = -11.87
hold_ws_ps = 782.9
fmax_ghz = 0.9883
max_slew_margin_pct = 88.54
period_used_pct = 101.2
hold_viol = 0
rsz0062_at_grt = yes
setup_viol = 1

[min_path]
min-delay-start = d2[0]
hold_path_class = primary input to primary output

[clock_network]
holdBufCountCts = 0
postCtsSetupBuffers = 0

[grt]
grt_max_degree = 9
grt_overflow_total = 0
grt_first_pass_wirelength_mm = 1.725
grtUsageTotal_pct = 3.233
antenna_found_initial = 0
grt_pass1_vias = 361

[power]
vdd_drop_max_mv = 0.03701
total_leakage_power_uw = 0.0002851
p_per_area_mw_per_mm2 = 349.7
power_uw = 203.9

[run]
maxCapViolCount = 0
warnings = 34

[critical_path]
endpoint_kind = primary output
cp.required_ps = 800
startpoint = s[0]
cp-start-kind = primary input
arrival_ps = 810
crit_type = primary input to primary output
crit_fanout = 5

[status]
status = complete, but fails checks
violations = setup timing

==> area by class of cell <==
cell class,instances,share of cell area (%)
multi-input cells,24,31.12
well taps,46,9.871
repair buffers,38,59.01
==> through the flow <==
step,setup TNS [ps],area (um2)
detailed placement,-5767,583.1
global placement,-5670,583.1
CTS,-38.44,559.3
finish,-11.87,583.1
global route,-79.85,583.1
floorplan,0,172.7
==> what timing repair did <==
item / 4_1_cts / 5_1_grt
gates cloned: 1 / 0
resized: 65 / 5
pin swaps: 12 / 6
endpoints found under the setup margin: 8 / 8
==> where the power goes <==
| group | internal [uW] | switching, uW |
|---|---|---|
| Sequential | 0 | 0 |
| Combinational | 135 | 69.3 |
| Clock | 0 | 0 |
==> logic make-up after synthesis <==
group | synth area share (%)
multiplexers | 46.38
buffers and inverters | 13.04
AND-OR/OR-AND | 23.19
AND/OR/NAND/NOR | 17.39
==> per-layer routing <==
metal  share of wire, %  GRT usage (%)
met4                  0              0
met5                  0              0
met1                 49          4.351
met3                9.7         0.9091
met2                 41          5.297
==> cells in the final DEF, fill, tap and decap left out, drive strengths merged <==
| cell type | count |
|---|---|
| buf | 14 |
| dlygate4sd2 | 24 |
| nand2 | 8 |
| o21ai | 8 |
| mux2i | 8 |
==> critical path, stage by stage <==
cell	delay, ps
buf_8	100
buf_8	130
mux2i_4	170
o21ai_2	100
buf_2	110
==> worst paths after layout <==
path	slack (ps)	to	cells past startpoint
setup / recovery	-10	y[6]	5
hold / removal	780	y[0]	4
Power is estimated from default activity; no workload was simulated.
